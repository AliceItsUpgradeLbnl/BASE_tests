**flow/run.sh**
```bash
#!/bin/bash
# OpenROAD 26Q1-2900-gdf79404cd8, Yosys 0.63+post, stock flow scripts
make -C /OpenROAD-flow-scripts/flow DESIGN_CONFIG=/design/flow/config.mk WORK_HOME=/design/flow/orfs finish
```
**flow/config.mk**
```make
export PLATFORM = sky130hd
export DESIGN_NAME = slow_clock_spi
export DESIGN_NICKNAME = slow_clock_spi
export VERILOG_FILES = /design/flow/design.v
export SDC_FILE = /design/flow/constraint.sdc
export NUM_CORES = 4
export LEC_CHECK = 1
export CORE_AREA = 10 10 70 70
export DIE_AREA = 0 0 80 80
```
**flow/constraint.sdc**
```tcl
current_design slow_clock_spi

set clk_period 1.7
set clk_io_pct 0.2

create_clock -name clk0 -period $clk_period [get_ports {CLK}]

set non_clock_inputs [all_inputs -no_clocks]
set_input_delay [expr $clk_period * $clk_io_pct] -clock clk0 $non_clock_inputs
set_output_delay [expr $clk_period * $clk_io_pct] -clock clk0 [all_outputs]
```
**flow/design.v**
```verilog
module slow_clock_spi #(
  parameter INPUT_CLK_FREQUENCY = 50000000,       
  parameter OUTPUT_CLK_FREQUENCY = 2500000        
)
(
  input  CLK,                   
  input  RST_N,                 
  output reg CLK_OUT            
);
localparam TIME_UNIT = (INPUT_CLK_FREQUENCY/OUTPUT_CLK_FREQUENCY/2);
reg  [$clog2(TIME_UNIT) + 1:0] clk_tick_counter;
reg  rst_counter;
always @(posedge CLK or negedge RST_N) begin
  if (!RST_N) begin
    clk_tick_counter   <= 0;
  end else begin
    if (rst_counter)
      clk_tick_counter <= 0;
    else
      clk_tick_counter <= clk_tick_counter + 1'b1;
  end
end
always @(*) begin
  rst_counter = (clk_tick_counter == TIME_UNIT - 1'b1);
end
always @(posedge CLK or negedge RST_N) begin
  if (!RST_N)
    CLK_OUT   <= 0;
  else if (rst_counter)
    CLK_OUT   <= !CLK_OUT;
end
endmodule
```
==> notes.md <==
yosys + openroad results -> worst-path cell chain clkdlybuf4s50_1, worst path required time 1360 ps, Mean Syn Cell Area 12.18 um2, Max Cap Viol 0, Max Clk Rate roughly 0.69 GHz, Die Width ~80 um, Setup Viol. Count Final 0, CP arrival 1100 ps, CTS H-tree depth 1, final setup TNS 0 ps, Reg2Reg Depth 3, Seq pwr share between 50% and 60%, Antenna diodes 0, Core ar. approximately 3400 um2, yosys synthesis chip area around 320 um2, post-CTS setup buffers 0, DRC violation count after routing 0, Post-Route WL approximately 460 um, Yosys Instances 26, Die Footprint ~6400 um2, reg2reg setup slack between 500 and 600 ps, global-route wire length before repair ~880 um, share of cells above drive strength 1 12.90%, Leak 0.1721 nW, gr ovfl total 0, CP max-delay cell clkdlybuf4s50_1, Hold/Removal Path Class in2async, RSZ-0062 raised after global routing false, GPL Wtd Cong 0.7639, Initial Util 9.267%, Inserted Clock Buffers 3, post_cts resized 0, vias in the first global route between 200 and 250, Logic pwr share ~1.6%, filler cell count between 400 and 500, critical-path maximum fanout 2, run status finished clean, 1st-iter DRT viols 10, Main area contributors dfrtp_1, xnor2_1, ha_1, CP endpoint kind primary output, vias per cell approximately 2.4, internal power approximately 0.26 mW, Die Ht around 80 um, I/O pin cnt 3, endpoints failing hold 0, clk_skew ~1.1 ps, Yosys cell types 11, TritonCTS clock tree done, clock latency (worst-skew pair) 250 ps, fin. max-slew vios 0, Synth flops 7, worst-case clock buffer depth 2, cell count after synthesis 26, Crit Path Class reg2out, pre-CTS WS just over 500 ps, Peak VDD IR roughly 0.00017 V, Pre-antenna DRT Iters 2, number of synthesis warnings 1, CTS root buf clkbuf_4, final worst slack ~260 ps, FF-to-FF End CLK_OUT$_DFFE_PN0N_, pin count of the biggest net entering global routing 8, Mapped Area between 300 and 400 um2, Reg2Reg Launch Point clk_tick_counter[0]$_DFF_PN0_, DRT antenna net count 0, Cell Pwr Density between 700 and 800 nW/um2, Slew HR 78.78%, vias 181, slowest stage delay, CP roughly 480 ps, fin crit period roughly 1400 ps, hold buffer count at cts 0, Seq/Total Area, Yosys 55.34%, crit share post-route 84.90%, Worst Tran Pin Value between 300 and 400 ps, initial antenna violation count 0, Top-area cell share 55.34%, GRT Overall Usage under 10%, WP buf/inv 1, drt wl/cell approximately 6.0 um, tool warnings 26, sw frac 19.02%, NetSw about 0.061 mW, startpoint types flip-flop, number of core rows 21, clock transition at the registers of the reported paths ~50 ps, clock network power share 46.1%, Port Buffers 2, area leader, netlist dfrtp_1, synth-to-layout area growth 29.25%, Clock Sink Count 7, Crit path max-delay family buffers and inverters
[how the worst max path moves through the flow]
stage,startpoint,depth (start not counted),slack [ps],end
finish,CLK_OUT$_DFFE_PN0N_,1,260,CLK_OUT
global route,CLK_OUT$_DFFE_PN0N_,1,220,CLK_OUT
CTS,CLK_OUT$_DFFE_PN0N_,1,230,CLK_OUT
[synthesized netlist by cell type]
cell type,number
and4b_1,1
and3_1,1
ha_1,2
dfrtp_1,7
nand3_1,3
inv_1,1
xor2_1,1
nor2_1,5
xor2_2,1
xnor2_1,3
buf_6,1
[sequential cells by signal (all words and copies together) (netlist names)]
name / cells
CLK_OUT: 1
clk_tick_counter: 6
[kinds of logic after synthesis]
| kind of cell | Yosys count | synth area share [%] |
|---|---|---|
| fa+ha+maj | 2 | 7.904 |
| xor+xnor | 5 | 16.21 |
| flops | 7 | 55.34 |
| buf+inv | 2 | 4.742 |
| simple gates | 10 | 15.81 |
[layer usage]
layer | vias to the layer above | global-route usage [%] | part of all wire (%)
met1 | 83 | 2.366 | 53
met5 | - | 0 | 0
met4 | 0 | 0.8803 | 1.7
met3 | 2 | 1.136 | 7.6
li1 | 92 | - | -
met2 | 4 | 2.006 | 38
[power by group through the flow]
stage	sequential, mW	clock (mW)	combinational [mW]
4_1_cts	0.167	0.157	0.00551
5_1_grt	0.167	0.163	0.00618
6_report	0.167	0.147	0.00512
[metrics by stage]
step	area, um2	power, mW	util [%]	hold slack (ps)	instances
global placement	382.9	0.1751	11.21	464.0	73
global route	409.1	0.3361	11.98	380.2	77
finish	409.1	0.3190	11.98	352.0	77
detailed placement	382.9	0.1751	11.21	467.6	73
floorplan	316.6	0.1697	-	44.41	26
CTS	409.1	0.3290	11.98	356.4	77
[area by class of cell]
type | instances | area, um2 | share of cell area (%)
flip-flops and latches | 7 | 175.2 | 42.81
multi-input cells | 17 | 126.4 | 30.89
well taps | 46 | 57.56 | 14.07
clock buffers | 4 | 26.28 | 6.422
repair buffers | 2 | 20.02 | 4.893
inverters | 1 | 3.754 | 0.9174
[placed cells by master, fill, tap and decap left out]
cell type and n:
and3_1 1, and4b_1 1, clkbuf_1 1, clkbuf_4 3
clkdlybuf4s50_1 2, dfrtp_1 7, ha_1 2, inv_1 1
nand3_1 3, nor2_1 5, xnor2_1 3, xor2_1 1
xor2_2 1
Power and IR drop assume default switching activity.
